==> flow/config.mk <==
export PLATFORM = sky130hd
export DESIGN_NAME = fpadder
export DESIGN_NICKNAME = fpadder
export VERILOG_FILES = /design/flow/design.v
export SDC_FILE = /design/flow/constraint.sdc
export NUM_CORES = 4
export LEC_CHECK = 1
export CORE_UTILIZATION = 30
==> flow/constraint.sdc <==
current_design fpadder

set clk_period 1.0
set clk_io_pct 0.2

create_clock -name clk0 -period $clk_period [get_ports {clk}]

set non_clock_inputs [all_inputs -no_clocks]
set_input_delay [expr $clk_period * $clk_io_pct] -clock clk0 $non_clock_inputs
set_output_delay [expr $clk_period * $clk_io_pct] -clock clk0 [all_outputs]
==> flow/design.v <==
module fpadder #(
  parameter BIAS = 5'd15
)(
  input  wire        clk,
  input  wire        rstn,
  input  wire        valid_in,
  input  wire [15:0] num1,
  input  wire [15:0] num2,
  output reg         valid_out,
  output reg  [15:0] result,
  output reg         overflow,
  output reg         zero,
  output reg         NaN,
  output reg         precisionLost
);
  wire s1, s2;
  wire [4:0] e1_raw, e2_raw;
  wire [9:0] f1, f2;
  assign {s1, e1_raw, f1} = num1;
  assign {s2, e2_raw, f2} = num2;
  wire n1_is_inf = (&e1_raw) & ~|f1;
  wire n2_is_inf = (&e2_raw) & ~|f2;
  wire n1_is_nan = (&e1_raw) &  |f1;
  wire n2_is_nan = (&e2_raw) &  |f2;
  wire any_nan   = n1_is_nan | n2_is_nan;
  wire any_inf   = n1_is_inf | n2_is_inf;
  wire n1_is_zero = ~|e1_raw & ~|f1;
  wire n2_is_zero = ~|e2_raw & ~|f2;
  wire h1 = |e1_raw;
  wire h2 = |e2_raw;
  wire  e1_gt_e2 = (e1_raw > e2_raw);
  wire  e1_eq_e2 = (e1_raw == e2_raw);
  wire  f1_ge_f2 = (f1 >= f2);
  wire  pick1_as_big = e1_gt_e2 | (e1_eq_e2 & f1_ge_f2);
  wire        big_s   = pick1_as_big ? s1     : s2;
  wire [4:0]  big_e   = pick1_as_big ? e1_raw : e2_raw;
  wire [9:0]  big_f   = pick1_as_big ? f1     : f2;
  wire        big_h   = pick1_as_big ? h1     : h2;
  wire        sml_s   = pick1_as_big ? s2     : s1;
  wire [4:0]  sml_e   = pick1_as_big ? e2_raw : e1_raw;
  wire [9:0]  sml_f   = pick1_as_big ? f2     : f1;
  wire        sml_h   = pick1_as_big ? h2     : h1;
  wire [4:0] big_ex = big_e + {4'd0, ~|big_e};
  wire [4:0] sml_ex = sml_e + {4'd0, ~|sml_e};
  wire [4:0] ex_diff = big_ex - sml_ex;
  wire [10:0] big_float = {big_h, big_f};
  wire [10:0] small_float = {sml_h, sml_f};
  wire sameSign = (big_s == sml_s);
  wire [10:0] sign_small_float = sameSign ? small_float : (~small_float + 1);
  reg [10:0] shifted_small_float;
  reg [9:0] small_extension;
  always @* begin
    case (ex_diff[4:0])
      5'd0:  begin shifted_small_float = sign_small_float; small_extension = 10'd0; end
      5'd1:  begin shifted_small_float = {1'b0, sign_small_float[10:1]}; small_extension = {sign_small_float[0], 9'd0}; end
      5'd2:  begin shifted_small_float = {2'b0, sign_small_float[10:2]}; small_extension = sign_small_float[1:0]; end
      5'd3:  begin shifted_small_float = {3'b0, sign_small_float[10:3]}; small_extension = sign_small_float[2:0]; end
      5'd4:  begin shifted_small_float = {4'b0, sign_small_float[10:4]}; small_extension = sign_small_float[3:0]; end
      5'd5:  begin shifted_small_float = {5'b0, sign_small_float[10:5]}; small_extension = sign_small_float[4:0]; end
      5'd6:  begin shifted_small_float = {6'b0, sign_small_float[10:6]}; small_extension = sign_small_float[5:0]; end
      5'd7:  begin shifted_small_float = {7'b0, sign_small_float[10:7]}; small_extension = sign_small_float[6:0]; end
      5'd8:  begin shifted_small_float = {8'b0, sign_small_float[10:8]}; small_extension = sign_small_float[7:0]; end
      5'd9:  begin shifted_small_float = {9'b0, sign_small_float[10:9]}; small_extension = sign_small_float[8:0]; end
      5'd10: begin shifted_small_float = {10'b0, sign_small_float[10]}; small_extension = sign_small_float[9:0]; end
      default: begin shifted_small_float = 11'd0; small_extension = sign_small_float[9:0]; end
    endcase
  end
  wire sum_carry;
  wire [10:0] sum;
  assign {sum_carry, sum} = big_float + shifted_small_float;
  wire zeroSmall = ~(|sml_ex | |sml_f);
  reg [3:0] shift_am;
  always @* begin
    casex(sum)
      11'b1xxxxxxxxxx: shift_am = 4'd0;
      11'b01xxxxxxxxx: shift_am = 4'd1;
      11'b001xxxxxxxx: shift_am = 4'd2;
      11'b0001xxxxxxx: shift_am = 4'd3;
      11'b00001xxxxxx: shift_am = 4'd4;
      11'b000001xxxxx: shift_am = 4'd5;
      11'b0000001xxxx: shift_am = 4'd6;
      11'b00000001xxx: shift_am = 4'd7;
      11'b000000001xx: shift_am = 4'd8;
      11'b0000000001x: shift_am = 4'd9;
      default: shift_am = 4'd10;
    endcase
  end
  reg [9:0] sum_shifted;
  reg [9:0] sum_extension;
  always @* begin
    case (shift_am)
      4'd0: sum_shifted =  sum[9:0];
      4'd1: sum_shifted = {sum[8:0], sum_extension[9]};
      4'd2: sum_shifted = {sum[7:0], sum_extension[9:8]};
      4'd3: sum_shifted = {sum[6:0], sum_extension[9:7]};
      4'd4: sum_shifted = {sum[5:0], sum_extension[9:6]};
      4'd5: sum_shifted = {sum[4:0], sum_extension[9:5]};
      4'd6: sum_shifted = {sum[3:0], sum_extension[9:4]};
      4'd7: sum_shifted = {sum[2:0], sum_extension[9:3]};
      4'd8: sum_shifted = {sum[1:0], sum_extension[9:2]};
      4'd9: sum_shifted = {sum[0],  sum_extension[9:1]};
      default: sum_shifted = sum_extension;
    endcase
    case (shift_am)
      4'd0: sum_extension = small_extension;
      4'd1: sum_extension = small_extension[8:0];
      4'd2: sum_extension = small_extension[7:0];
      4'd3: sum_extension = small_extension[6:0];
      4'd4: sum_extension = small_extension[5:0];
      4'd5: sum_extension = small_extension[4:0];
      4'd6: sum_extension = small_extension[3:0];
      4'd7: sum_extension = small_extension[2:0];
      4'd8: sum_extension = small_extension[1:0];
      4'd9: sum_extension = small_extension[0];
      default: sum_extension = 10'd0;
    endcase
  end
  wire neg_exp = (big_ex < shift_am);
  wire [4:0] res_exp_same_s = big_ex + {4'd0, (~zeroSmall & sum_carry & sameSign)} - {4'd0,({1'b0,sum[9:0]} == sum)};
  wire [4:0] res_exp_diff_s = (neg_exp | (shift_am == 4'd10)) ? 5'd0 : (~shift_am + big_ex + 5'd1);
  wire [4:0] res_exp = sameSign ? res_exp_same_s : res_exp_diff_s;
  wire [9:0] res_frac = zeroSmall ? big_f : ((sameSign) ? ((sum_carry) ? sum[10:1] : sum[9:0]) : ((neg_exp) ? 10'd0 : sum_shifted));
  wire res_zero = (num1[14:0] == num2[14:0]) & (~num1[15] == num2[15]);
  wire res_overflow = ((&big_ex[4:1] & ~big_ex[0]) & sum_carry & sameSign) | any_inf;
  wire res_nan = any_nan | (n1_is_inf & n2_is_inf & (s1 ^ s2));
  reg res_precisionLost;
  always @* begin
    case (shift_am)
      4'd0: res_precisionLost = |sum_extension;
      4'd1: res_precisionLost = |sum_extension[8:0];
      4'd2: res_precisionLost = |sum_extension[7:0];
      4'd3: res_precisionLost = |sum_extension[6:0];
      4'd4: res_precisionLost = |sum_extension[5:0];
      4'd5: res_precisionLost = |sum_extension[4:0];
      4'd6: res_precisionLost = |sum_extension[3:0];
      4'd7: res_precisionLost = |sum_extension[2:0];
      4'd8: res_precisionLost = |sum_extension[1:0];
      4'd9: res_precisionLost = sum_extension[0];
      default: res_precisionLost = 1'b0;
    endcase
  end
  reg [15:0] result_r;
  reg        overflow_r, zero_r, nan_r, precisionLost_r;
  reg        valid_r1;
  always @(posedge clk or negedge rstn) begin
    if (!rstn) begin
      result_r        <= 16'd0;
      overflow_r      <= 1'b0;
      zero_r          <= 1'b0;
      nan_r           <= 1'b0;
      precisionLost_r <= 1'b0;
      valid_r1        <= 1'b0;
    end else begin
      result_r        <= {big_s, res_exp, res_frac} | {16{res_overflow}};
      overflow_r      <= res_overflow;
      zero_r          <= res_zero;
      nan_r           <= res_nan;
      precisionLost_r <= res_precisionLost;
      valid_r1        <= valid_in;
    end
  end
  always @(posedge clk or negedge rstn) begin
    if (!rstn) begin
      valid_out     <= 1'b0;
      result        <= 16'd0;
      overflow      <= 1'b0;
      zero          <= 1'b0;
      NaN           <= 1'b0;
      precisionLost <= 1'b0;
    end else begin
      valid_out     <= valid_r1;
      result        <= result_r;
      overflow      <= overflow_r;
      zero          <= zero_r;
      NaN           <= nan_r;
      precisionLost <= precisionLost_r;
    end
  end
endmodule
==> flow/run.sh <==
#!/bin/bash
# OpenROAD 26Q1-2900-gdf79404cd8, Yosys 0.63+post, stock flow scripts
make -C /OpenROAD-flow-scripts/flow DESIGN_CONFIG=/design/flow/config.mk WORK_HOME=/design/flow/orfs finish
==> ds_physical_params.txt <==
Implementation parameters

Parameter                              Value

Routing
  Detailed Routing Iterations Pass 1 .................. 4
  DR iter-0 viols .................. a little over 400
  Top layer in use .................. met4
  Final wirelength .................. ~20 mm
  Met2 Wirelength .................. ~8.7 mm
  Remaining antenna violation count .................. 0
  Total vias in the final route .................. roughly 6500
  DRC violations left .................. 0
  Vias per cell .................. 5.14
  Met3 wire length .................. ~1.1 mm
  Routed length on met1 .................. a little over 9 mm
  Total antenna diodes in the routed design .................. 0
  Detail-routed net length per standard cell .................. around 15 um

Global route
  GRT Total Usage .................. between 20% and 30%
  Wire length of the first global-routing pass .................. between 30 and 40 mm
  Via count of the first global-routing pass .................. roughly 6300
  Overflow after GRT .................. 0
  Largest net degree at the start of global routing .................. around 40
  Initial antenna violation count .................. 0

Hold path
  Worst Hold Path Cells .................. 0
  Kind of path behind the tightest hold check .................. reg -> reg

Finish
  Layout Utilization .................. 55.6%
  Proportion of layout cells with a drive suffix above 1 .................. about half
  Signed area change from the synthesized netlist to the final layout .................. 78.5%
  Most frequent cells in the layout .................. 305 x buf_4, 69 x nand2_1, 68 x nor2_1
  Final Non-Filler Cells .................. roughly 1300
  Filler cell count .................. 1441
  Dominant logic cell type in the layout .................. buf_4
  Final design area excluding fillers .................. between 9000 and 10000 sq um

Clock tree
  Maximum level of the CTS H-tree .................. 2
  Clk buf depth .................. 2
  CTS sink cnt .................. between 40 and 50
  CTS Root Buffer Type .................. clkbuf_16
  Inserted Clock Buffers .................. 5
  Clock transition time at the flip-flop clock pins of the worst setup and hold paths .................. 0.05 ns
  Insertion Delay late pin .................. between 0.2 and 0.3 ns
  TritonCTS clock tree .................. done

Place
  Total half-perimeter wirelength after legalization and detailed placement .................. between 10 and 15 mm
  Total instance count after detailed placement .................. about 1200
  Placed cell areas .................. ~8000 sq um
  Count of input and output buffers .................. ~55
  GP Congestion .................. ~0.95
  Worst Setup Slack post-DPL .................. -7.62 ns

Die
  Die X .................. 134 um
  # rows .................. 47
  Core Util at FP .................. around 31%
  Vert. Die Dim .................. roughly 130 um
  I/O Pins .................. between 50 and 60
  Total die size .................. approximately 18000 sq um
  Core ar. .................. around 17000 sq um

Synth
  Number of standard cells after synthesis .................. around 680
  Most used flip-flop cell after synthesis .................. dfrtp_1
  Seq cells post-synth .................. between 40 and 50
  Cell type with the largest total area after synthesis .................. dfrtp_1
  Flip-flops with a built-in enable .................. 0
  Distinct lib cells .................. about 75
  Synthesized area divided by synthesized cell count .................. approximately 7.7 sq um
  Synth top area share .................. 20.0%
  Post-synthesis cell area .................. around 5200 sq um
  Number of cell instances after yosys synthesis .................. between 600 and 700
  Yosys Warn Count .................. 1
  Post-synth area from yosys stat .................. between 5000 and 6000 sq um
  Top cells by area, synth .................. dfrtp_1 20%, ha_1 11%, nand2_1 5.4%
  Proportion of synthesized chip area in sequential cells .................. between 20% and 30%
  Post-synth ARST share .................. ~100%

STA
  Worst max-slew margin expressed relative to the limit .................. 57.7%
  Final hold viol count .................. 0
  Final Max Slew Viols .................. 0
  Timing-limited maximum frequency .................. between 100 and 150 MHz
  Unrepaired setup endpoints after global routing .................. true
  Count of endpoints failing setup in the final report .................. 20
  Post-route worst setup slack .................. -6.80 ns
  Final worst path period share .................. 780%
  Tightest Pin Transition .................. 0.627 ns
  Worst Clk Skew .................. about 0.00088 ns
  Total Neg Setup Slack .................. -117.23 ns
  Worst hold slack .................. ~0.35 ns
  Minimum period implied by the final worst setup slack .................. between 7 and 8 ns

Pwr
  Power density over the cells .................. approximately 2500 nW/um^2
  Worst VDD drop .................. 1.38 mV
  Leak Pwr .................. roughly 4.3 nW
  Total power .................. between 20 and 25 mW

Setup path
  Arrival @ worst endpoint .................. about 8 ns
  Worst setup path class .................. in -> reg
  Data required time of the worst path .................. between 1 and 1.5 ns
  Maximum single-stage delay on the critical path .................. roughly 0.40 ns
  Reg2reg path depth .................. 0
  Setup crit end kind .................. flip-flop
  Slowest cell on crit path .................. o21ai_0
  Type of origin of the critical path .................. primary input
  Worst-path fanout max .................. 6
  Cell seen most often among critical-path stages .................. buf_4

Run status
  Violations in the final reports .................. negative setup slack
  Run status .................. finished, violations left

Job
  Max Cap Violations .................. 0
  Total tool warning count .................. 29
==> cell type report <==
type                    instances  area [sq um]  share of cell area, %
multi-input cells             568          4780                   51.1
inverters                      42           173                   1.85
clock inverters                 1          5.00                 0.0535
clock buffers                   7           143                   1.52
flip-flops and latches         42          1050                   11.2
repair buffers                381          2930                   31.3
well taps                     220           275                   2.94
==> synth_stat cells, drive strengths merged (2+ instances only) <==
library cell and instances:
a211o 3, a211oi 7, a21o 15, a21oi 53
a221oi 9, a22oi 2, a2bb2oi 2, a311oi 2
a31o 3, a31oi 10, and2 4, and3 7
and4 3, buf 10, clkbuf 19, dfrtp 42
fa 4, ha 46, inv 42, mux2 6
mux2i 21, nand2 76, nand2b 3, nand3 25
nand3b 2, nand4 8, nor2 73, nor3 19
nor4 5, nor4b 2, o211a 2, o211ai 10
o21a 5, o21ai 42, o221a 3, o221ai 5
o22ai 13, o31a 3, o31ai 3, o32ai 2
o41ai 2, or3 5, or4 2, xnor2 31
xor2 19
==> path summary, 6_finish.rpt <==
check                                         end              startpoint  slack, ns
hold / removal                      NaN$_DFF_PN0_         nan_r$_DFF_PN0_       0.35
min in group asynchronous  result_r[12]$_DFF_PN0_                    rstn       0.40
max in group asynchronous          zero$_DFF_PN0_                    rstn       0.29
hold reg to reg                     NaN$_DFF_PN0_         nan_r$_DFF_PN0_       0.35
setup reg to reg             result[11]$_DFF_PN0_  result_r[11]$_DFF_PN0_       0.52
setup / recovery            result_r[8]$_DFF_PN0_                 num2[3]      -6.80
==> worst max-delay path, delay by kind of cell <==
| kind | cells | cell delay, ns |
|---|---|---|
| compound gates | 13 | 2.35 |
| xor+xnor | 2 | 0.22 |
| fa+ha+maj | 3 | 0.87 |
| buf+inv | 32 | 3.84 |
| mux | 1 | 0.11 |
| simple gates | 4 | 0.40 |
==> cells by family after synthesis <==
group / Yosys count / share of synthesized area (%)
simple gates: 238 / 21.1
fa+ha+maj: 50 / 12.5
mux: 27 / 5.44
flops: 42 / 20.0
buf+inv: 71 / 5.35
compound gates: 203 / 26.3
xor+xnor: 50 / 9.28
==> layer usage <==
| metal | vias to the layer above | track usage [%] |
|---|---|---|
| li1 | 3211 | - |
| met1 | 3044 | 32.2 |
| met2 | 199 | 35.3 |
| met3 | 24 | 1.97 |
| met4 | 0 | 4.56 |
| met5 | - | 0 |
==> flip-flops by register name, summed over array words and instances (netlist names) <==
signal           flops
overflow_r           1
overflow             1
NaN                  1
result              16
zero                 1
precisionLost        1
precisionLost_r      1
valid_out            1
nan_r                1
result_r            16
zero_r               1
valid_r1             1
==> timing repair <==
item                                   CTS  global route
setup endpoints to repair               41            22
resized                                276            78
pin swaps                               72            77
hold buffers                             2             0
endpoints found under the hold margin   10             0
buffers inserted                        50            17
==> where the power goes <==
part	switching, mW	internal [mW]
clock	0.573	0.987
sequential	0.137	2.31
combinational	9.57	9.49
Power figures rest on the tool's default switching activity, not on a simulated workload.
